<file path="flow/design.v">
module ad5318#(
    parameter DIVIDER = 4'd4,    
    parameter LDAC_VALUE = 1'b1  
    )(
    input  logic        clkin,   
    input  logic        rstn,    
    output logic        SCLK,
    output logic        DIN,
    output logic        SYNC_b,
    output logic        LDAC_b,
    input  logic [15:0] tdata,
    input  logic        tvalid,
    input  logic [2:0]  tuser,
    output logic        tready
    );
    logic [3:0]   div_reg = 0;
    logic [15:0]  din_shift;
    enum 
    logic        {waiting = 1'b0,
                  busy    = 1'b1} states;      
    logic [5:0]   count_module;
    logic         idle_clk;
    always_ff @(posedge clkin)
    if (~rstn) begin
        SCLK <= 0;  
        states <= waiting;
        tready <= 1;
        SYNC_b <= 1;
        idle_clk <= 1;
        count_module <= 0;
    end else begin
            div_reg <= div_reg + 1;
            if (div_reg == DIVIDER/2-1) 
                begin
                SCLK <= ~SCLK;
                div_reg <= 0;
                end 
    end  
    assign LDAC_b = LDAC_VALUE;  
    always_ff @(posedge clkin)  
           case (states)
                waiting : begin
                          if (tvalid) begin
                             tready <= 0; 
                             states <= busy; 
                             idle_clk <= 1;  
                              if (tdata[15]) din_shift <= tdata;
                              else din_shift <= { 1'b0 , tuser[2:0] , tdata[9:0], 2'b00};  
                              end
                           end
                   busy : begin
                          if (div_reg == DIVIDER/2 -1 && ~SCLK) begin:sclk
                          DIN <= din_shift[0]; 
                          SYNC_b <= 0;
                          din_shift <= { 1'b0 , din_shift[15:1] };
                          count_module <= count_module + 1;
                             if (count_module == 16) begin
                                 states <= waiting;
                                 count_module <= 0;
                                 tready <= 1;
                                 SYNC_b <= 1;
                             end
                          end:sclk
                          if (SCLK) idle_clk <= ~idle_clk;
                          end
          endcase
endmodule
</file>
<file path="flow/run.sh">
#!/bin/bash
# OpenROAD 26Q1-2900-gdf79404cd8, Yosys 0.63+post, stock flow scripts
make -C /OpenROAD-flow-scripts/flow DESIGN_CONFIG=/design/flow/config.mk WORK_HOME=/design/flow/orfs finish
</file>
<file path="flow/config.mk">
export PLATFORM = sky130hd
export DESIGN_NAME = ad5318
export DESIGN_NICKNAME = ad5318
export VERILOG_FILES = /design/flow/design.v
export SDC_FILE = /design/flow/constraint.sdc
export NUM_CORES = 4
export LEC_CHECK = 1
export CORE_AREA = 10 10 70 70
export DIE_AREA = 0 0 80 80
</file>
<file path="flow/constraint.sdc">
current_design ad5318

set clk_period 1.8
set clk_io_pct 0.2

create_clock -name clk0 -period $clk_period [get_ports {clkin}]

set non_clock_inputs [all_inputs -no_clocks]
set_input_delay [expr $clk_period * $clk_io_pct] -clock clk0 $non_clock_inputs
set_output_delay [expr $clk_period * $clk_io_pct] -clock clk0 [all_outputs]
</file>
==> flow_summary.rst <==
Metrics
=======

.. list-table::
   :header-rows: 1

   * - Metric
     - Value
   * - Detailed-route wire length
     - 422 µm
   * - Result of the run
     - finished, final reports clean
   * - Required time worst endpoint
     - 1.44 ns
   * - Post-route setup TNS
     - 0 ns
   * - Late-Pin Clk Latency
     - 0.25 ns
   * - Most crowded layer after global routing
     - met2
   * - Synthesized netlist cell count
     - 26
   * - Met1 usage
     - 0.01689
   * - Maximum fanout along the worst path
     - 3
   * - Dominant cells by area after synthesis
     - sky130_fd_sc_hd__edfxtp_1 41%, sky130_fd_sc_hd__buf_4 10%, sky130_fd_sc_hd__ha_1 8.6%
   * - Tcrit/Tclk final
     - 0.7895
   * - H-tree level count
     - 1
   * - Fraction of final layout cells sized beyond drive strength 1
     - 0.1333
   * - Lkg Pwr
     - between 0.1 and 0.15 nW
   * - Length of the first detailed-routing pass in iterations
     - 1
   * - DRC Markers
     - 0
   * - Cell resize tally after clock tree synthesis
     - 0
   * - Kind of path behind the tightest hold check
     - flip-flop to flip-flop
   * - Number of vias after detailed routing
     - roughly 160
   * - Number of warnings printed during yosys synthesis
     - 13
   * - Number of flip-flops under the largest register name
     - 4
   * - Die width
     - 80 µm
   * - Iteration-0 DRC Markers
     - 0
   * - Count of nets left with antenna violations after detail routing
     - 0
   * - Area leader, netlist
     - sky130_fd_sc_hd__edfxtp_1
   * - Non-filler cells, final
     - 76
   * - Inserted Clock Buffers
     - 3
   * - Distinct lib cells used
     - 16
   * - Gp weighted congestion
     - 0.6585
   * - Overall die height
     - 80 µm
   * - Routed wire per std cell
     - 5.553 µm
   * - Placeable Area
     - 3416 µm²
   * - Pin count of the biggest net entering global routing
     - 7
   * - Number of failing setup endpoints in the final timing report
     - 0
   * - Final tally of max-slew violations
     - 0
   * - Area Overhead vs Synth
     - 27.90%
   * - Total of hold buffers inserted after clock tree synthesis
     - 0
   * - Layout Skew
     - 0.006202 ns
   * - Overall global routing resource usage
     - 0.01560
   * - GRT Residual Overflow
     - 0
   * - Cell-by-cell trace of the critical path
     - clkdlybuf4s50_1
   * - Avg Synthesized Cell Area
     - 11.21 µm²
   * - Initial antenna violation count
     - 0
   * - Maximum achievable frequency
     - 703.7 MHz
   * - Buffering stage count on the worst path with inverters included
     - 1
   * - Netlist area before placement
     - 291.5 µm²
   * - First-pass GRT wire length
     - around 770 µm
   * - Number of setup buffers added after CTS
     - 0
   * - Crit. End Element
     - primary output
   * - Xor and xnor area share after synthesis
     - 0.03004
   * - Slowest CP cell
     - sky130_fd_sc_hd__clkdlybuf4s50_1
   * - CP startpoint kind
     - flip-flop
   * - Met3 Use GR
     - 0.01818
   * - Largest delay share family, worst path
     - buffers and inverters
   * - Rows
     - 21
   * - Power per Cell Area
     - 874.5 nW/µm²
   * - Post-synthesis share of cell area spent on and-or and or-and gates
     - 0.01717
   * - Count of tool warnings
     - between 40 and 50
   * - Sinks on the clock net
     - 5
   * - Clock root buffer master
     - sky130_fd_sc_hd__clkbuf_4
   * - Number of maximum-capacitance violations
     - 0
   * - Simple-gate area share of the yosys netlist
     - 0.2103
   * - Setup repair after global routing missed its margin
     - no
   * - Arrival time at the worst endpoint
     - ~1.1 ns
   * - Prevailing logic family in the synthesized netlist
     - simple AND/OR/NAND/NOR gates
   * - Count of input and output buffers
     - 2
   * - Critical setup path kind
     - flip-flop to primary output
   * - Cells after DPL
     - 72
   * - VDD IR-drop max
     - between 500 and 600 µV
   * - FP Core Util
     - 0.08535
   * - Chip area
     - between 6000 and 7000 µm²
   * - Clock transition at the registers of the reported paths
     - 0.04 ns
   * - Area share, top type
     - 0.4120
   * - Ys flops
     - 5
   * - Highest cell delay on the worst timing path
     - 0.48 ns
   * - Number of standard cells reported by yosys
     - 26
   * - Final Hold Fails
     - 0
   * - Shortest clock period the worst path allows after layout
     - 1.421 ns
   * - Maximum buffer depth of the clock tree
     - 2
   * - Via count of the first global-routing pass
     - 177
   * - Average vias per placed instance
     - 2.145
   * - Number of diodes
     - 0
   * - Multiplexer fraction of the synthesized cell area
     - 0.03433
   * - Post-detail-place hpwl
     - about 340 µm
   * - Chip area line of the yosys report
     - 291.5 µm²
   * - Adder and majority gate portion of the synthesized area
     - 0.08584
   * - Count of pins on the block boundary
     - 27
   * - Met2 Resource Use GR
     - 0.02087
   * - Sequential-to-total area share from yosys stat
     - 0.4807
   * - TritonCTS clock tree
     - done
[cell families after synthesis]
kind of cell    count (synthesis)
simple gates                    9
flops                           5
buf+inv                         5
fa+ha+maj                       2
other cells                     2
compound gates                  1
xor+xnor                        1
mux                             1
[Yosys cell counts]
master,n
sky130_fd_sc_hd__nand2_1,1
sky130_fd_sc_hd__or2b_1,1
sky130_fd_sc_hd__inv_1,1
sky130_fd_sc_hd__nor2b_1,1
sky130_fd_sc_hd__nand2b_1,2
sky130_fd_sc_hd__dfxtp_1,1
sky130_fd_sc_hd__mux2i_1,1
sky130_fd_sc_hd__nor3b_4,1
sky130_fd_sc_hd__edfxtp_1,4
sky130_fd_sc_hd__o21ai_1,1
sky130_fd_sc_hd__nand3_1,1
sky130_fd_sc_hd__conb_1,2
sky130_fd_sc_hd__xnor2_1,1
sky130_fd_sc_hd__ha_1,2
sky130_fd_sc_hd__nor2_1,2
sky130_fd_sc_hd__buf_4,4
[area by class of cell]
class                           instances  area (µm²)
Timing Repair Buffer                    2       20.02
Fill cell                             407        3043
Inverter                                1       3.754
Clock buffer                            4       26.28
Tap cell                               46       57.56
Multi-Input combinational cell         18       125.1
Sequential cell                         5       140.1
[worst paths after layout]
| kind | from | end | slack [ns] | depth (start not counted) |
|---|---|---|---|---|
| setup / recovery | SCLK | SCLK | 0.38 | 1 |
| hold / removal | SCLK | SCLK | 0.47 | 2 |
| setup reg to reg | div_reg[1] | div_reg[1] | 0.62 | 4 |
| hold reg to reg | SCLK | SCLK | 0.47 | 2 |
[through the flow]
stage	power [mW]	hold slack, ns	worst slack (ns)	util	instance area (µm²)
finish	0.3261	0.4745	0.3789	0.1092	372.9
global route	0.3513	0.5367	0.3160	0.1092	372.9
CTS	0.3327	0.4779	0.3628	0.1092	372.9
detailed placement	0.1979	0.4731	0.3773	0.1015	346.6
global placement	0.1950	0.4540	0.4238	0.1015	346.6
floorplan	0.1894	0.4315	0.6994	-	299.0
[layer usage]
layer  wire length [µm]  part of all wire  vias up
li1                   -                 -       84
met1                178              0.42       73
met2                178              0.42        6
met3                 65              0.15        0
met4                  0                 0        0
met5                  0                 0        -
[power breakdown]
group | leakage, nW | switching (mW) | internal (mW)
combinational | 0.0709 | 0.0155 | 0.0229
clock | 0.0150 | 0.0469 | 0.0838
sequential | 0.0476 | 0.0137 | 0.143
total | 0.133 | 0.0760 | 0.250
[layout by cell type, fill, tap and decap left out]
| master | count |
|---|---|
| sky130_fd_sc_hd__ha_1 | 2 |
| sky130_fd_sc_hd__clkbuf_4 | 3 |
| sky130_fd_sc_hd__edfxtp_1 | 4 |
| sky130_fd_sc_hd__clkbuf_1 | 1 |
| sky130_fd_sc_hd__xnor2_1 | 1 |
| sky130_fd_sc_hd__mux2i_1 | 1 |
| sky130_fd_sc_hd__nor3b_4 | 1 |
| sky130_fd_sc_hd__or2b_1 | 1 |
| sky130_fd_sc_hd__nor2_1 | 2 |
| sky130_fd_sc_hd__dfxtp_1 | 1 |
| sky130_fd_sc_hd__nand2b_1 | 2 |
| sky130_fd_sc_hd__nand2_1 | 1 |
| sky130_fd_sc_hd__conb_1 | 4 |
| sky130_fd_sc_hd__nor2b_1 | 1 |
| sky130_fd_sc_hd__nand3_1 | 1 |
| sky130_fd_sc_hd__o21ai_1 | 1 |
| sky130_fd_sc_hd__inv_1 | 1 |
| sky130_fd_sc_hd__clkdlybuf4s50_1 | 2 |
No activity file was given, so power comes from the tool's default toggle rates.
